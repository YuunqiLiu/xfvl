File: /design/flow/run.sh
#!/bin/bash
# OpenROAD 26Q1-2900-gdf79404cd8, Yosys 0.63+post, stock flow scripts
make -C /OpenROAD-flow-scripts/flow DESIGN_CONFIG=/design/flow/config.mk WORK_HOME=/design/flow/orfs finish
File: /design/flow/config.mk
export PLATFORM = sky130hd
export DESIGN_NAME = fifo_native2axis_1bit_adapter
export DESIGN_NICKNAME = fifo_native2axis_1bit_adapter
export VERILOG_FILES = /design/flow/design.v
export SDC_FILE = /design/flow/constraint.sdc
export NUM_CORES = 4
export LEC_CHECK = 1
export CORE_UTILIZATION = 30
File: /design/flow/constraint.sdc
current_design fifo_native2axis_1bit_adapter

set clk_period 8.6
set clk_io_pct 0.2

create_clock -name clk0 -period $clk_period [get_ports {m_clk}]

set non_clock_inputs [all_inputs -no_clocks]
set_input_delay [expr $clk_period * $clk_io_pct] -clock clk0 $non_clock_inputs
set_output_delay [expr $clk_period * $clk_io_pct] -clock clk0 [all_outputs]
File: /design/flow/design.v
module fifo_native2axis_1bit_adapter #(
	parameter DATA_WIDTH = 36
	)(
	input 					m_clk,
	input 					m_rst,
	output 					s_ready,
	input 					fifo_full,
	input [DATA_WIDTH-1:0] 	fifo_data,
	input 					fifo_valid,
	output 					fifo_rden,
	output [DATA_WIDTH-1:0] m_payload,
	output 					m_valid,
	input 					m_ready
	);
	assign s_ready = ~fifo_full;
	reg 					buf_valid = 0;
	reg [DATA_WIDTH-1:0] 	buf_data  = 0;
	always @(posedge m_clk) begin
		if(m_rst) begin
			buf_valid 	<= 0;
		end
		if((~m_ready) && fifo_valid && (~buf_valid)) begin
			buf_valid 	<= fifo_valid;
			buf_data  	<= fifo_data;
		end
		else if(m_ready && buf_valid) begin
			buf_valid 	<= 0;
		end
	end
	assign m_payload 	= buf_valid ? buf_data : fifo_data;
	assign m_valid 		= buf_valid || fifo_valid;
	assign fifo_rden 	= ((~buf_valid)&&(~fifo_valid))|| m_ready;
	assign s_ready		= ~fifo_full;
endmodule
==> impl_metrics.json <==
{
  "peakVddDrop_mv": 0.0799,
  "viasPerCell": 4.33,
  "p_leak_nw": 0.892,
  "clk_pin_slew_ns": 0.07,
  "ys.flops": 37,
  "num_rows": 26,
  "clock_path_buffers": 2,
  "maxCapViolations": 0,
  "holdWs_ns": 1.36,
  "grt_pass1_vias": 932,
  "warning_count": 25,
  "synthesis.instances": 83,
  "worst_setup_path_start_kind": "primary input",
  "drt.antenna.violating_nets": 0,
  "power.density_nw_per_um2": 159,
  "dieArea_um2": 5730,
  "drt-total-wl_mm": 2.97,
  "worst_pin_slew_ns": 0.454,
  "required_ns": 6.88,
  "arrival_ns": 2.96,
  "dr.pass1.iters": 3,
  "crit_family": "buffers and inverters",
  "worstSetupEndpointType": "output pin",
  "grt_max_degree": 38,
  "antenna_found_initial": 0,
  "postCtsHoldBufs": 0,
  "clock-sinks": 37,
  "max_clock_freq_ghz": 0.214,
  "cpMostUsedCell": "clkdlybuf4s50_1",
  "core_um2": 5170,
  "dp_hpwl_mm": 2.14,
  "cts_buffers": 5,
  "wl_met3_um": 234,
  "fin_skew_ns": 0.00332,
  "period_used_pct": 54.4,
  "yosys-stat-area_um2": 1630,
  "synth.distinct_cells": 11,
  "grt_use_total_pct": 10.9,
  "critPathMaxFanout": 3,
  "drc": 0,
  "cp_slowest_stage_delay_ns": 0.45,
  "rsz0062_at_grt": "false",
  "min_path_type": "reg2reg",
  "relSlewSlack_pct": 69.7,
  "area_growth_pct": 58.1,
  "postCtsSetupRepairBufs": 0,
  "top_layer": "met4",
  "topCellsByArea": "edfxtp_1, mux2_2, mux2_4",
  "grt_pass1_wl_mm": 4.44,
  "synth_top_area_share_pct": 68.2,
  "setup_viol": 0,
  "vias": 1030,
  "grt.overflow.total": 0,
  "fin_tns_setup_ns": 0,
  "slew_violations": 0,
  "final_layout_size_suffix_gt1_share_pct": 27.4,
  "syn_area_per_cell_um2": 19.6,
  "ys.warnings.count": 2,
  "met2_length_mm": 1.36,
  "first_iter_violations": 35,
  "min_period_ns": 4.68,
  "die_y_um": 75.7,
  "place.gp.congestion": 0.698,
  "final_cell_area_um2": 2570,
  "worst-setup-path-type": "in2out",
  "drt-met1-wl_mm": 1.32,
  "worst_skew_pair.late_latency_ns": 0.28,
  "path_cells": "clkdlybuf4s50_1 -> or2_2 -> nand2b_1 -> clkdlybuf4s50_1",
  "die_w_um": 75.7,
  "port_buffers": 79,
  "cts_resized": 0,
  "ys_cells": 83,
  "htreeDepth": 2,
  "fp_util_pct": 31.5,
  "diodes": 0,
  "path_buffers": 2,
  "slowest_stage": "clkdlybuf4s50_1",
  "cts_tree": "yes",
  "io_pins": 80,
  "largest_area_cell": "edfxtp_1",
  "synth_seq_share_pct": 68.2,
  "status": "finished, final reports clean",
  "wire_per_inst_um": 12.5,
  "hold_viol": 0,
  "post_dp_cell_area_um2": 2490,
  "netlist_area_um2": 1630,
  "cts-root-buf": "clkbuf_8"
}
-- synthesized netlist by cell type --
master	number
buf_6	2
mux2_4	8
nor3b_1	1
edfxtp_1	37
mux2_2	28
nand2b_1	1
or2_2	1
buf_4	2
a211o_1	1
inv_1	1
nor3b_2	1
-- worst paths after layout --
kind / start / endpoint / slack [ns] / depth (start not counted)
max: fifo_valid / fifo_rden / 3.92 / 4
min: buf_valid$_SDFFCE_PN0P_ / buf_valid$_SDFFCE_PN0P_ / 1.36 / 2
max reg2reg: buf_valid$_SDFFCE_PN0P_ / buf_valid$_SDFFCE_PN0P_ / 6.58 / 4
min reg2reg: buf_valid$_SDFFCE_PN0P_ / buf_valid$_SDFFCE_PN0P_ / 1.36 / 2
-- report_power, final --
group	internal [W]	total, W	switching [W]
clock network	0.0000573	0.000113	0.0000562
registers	0.000208	0.000211	0.00000317
logic	0.0000639	0.0000842	0.0000203
total	0.000329	0.000409	0.0000797
-- routing by layer --
layer	vias up	GRT usage, %
li1	495	-
met1	478	16.2
met2	50	17.6
met3	7	2.14
met4	0	2.26
met5	-	0
-- layout make-up --
type | instances | area, µm²
repair buffers | 81 | 806
well taps | 70 | 87.6
clock buffers | 7 | 76.3
inverters | 1 | 3.75
flip-flops and latches | 37 | 1110
multi-input cells | 41 | 483
fillers | 436 | 2600
clock inverters | 1 | 7.51
-- cell families after synthesis --
| family | count (synthesis) | synth area share [%] |
|---|---|---|
| buf+inv | 5 | 2.53 |
| compound gates | 1 | 0.538 |
| mux | 36 | 26.7 |
| flops | 37 | 68.2 |
| simple gates | 4 | 2.00 |
-- stage by stage --
step                      total power (W)  setup WS [ns]  cells  util, %
after global placement           0.000300           3.92    230     48.2
after CTS                        0.000418           3.91    238     49.8
after global routing             0.000433           3.86    238     49.8
final                            0.000409           3.92    238     49.8
after detailed placement         0.000301           3.91    230     48.2
after floorplan                  0.000245           4.86     83        -
-- sequential cells by signal (all words and copies together), names as in the netlist --
name and count:
buf_data 36, buf_valid 1
-- worst min-delay path, stage by stage, from the launching register on --
cell	delay, ns
edfxtp_1	0.57
buf_4	0.35
nor3b_1	0.27
-- cell usage in the layout, fill, tap and decap left out --
cell type and count:
clkinvlp_4 1, or2_2 1, mux2_2 28, edfxtp_1 37, clkdlybuf4s50_1 79, nor3b_4 1
a211o_1 1, nor3b_1 1, nand2b_1 1, mux2_4 8, inv_1 1, clkbuf_1 2
buf_4 2, clkbuf_8 5
Power and IR drop assume default switching activity.
