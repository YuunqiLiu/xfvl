**/design/flow/run.sh**
```bash
#!/bin/bash
# OpenROAD 26Q1-2900-gdf79404cd8, Yosys 0.63+post, stock flow scripts
make -C /OpenROAD-flow-scripts/flow DESIGN_CONFIG=/design/flow/config.mk WORK_HOME=/design/flow/orfs finish
```
**/design/flow/config.mk**
```make
export PLATFORM = sky130hd
export DESIGN_NAME = fifo_asyn_half_controller
export DESIGN_NICKNAME = fifo_asyn_half_controller
export VERILOG_FILES = /design/flow/design.v
export SDC_FILE = /design/flow/constraint.sdc
export NUM_CORES = 4
export LEC_CHECK = 1
export CORE_UTILIZATION = 30
export SYNTH_HDL_FRONTEND = slang
```
**/design/flow/constraint.sdc**
```tcl
current_design fifo_asyn_half_controller

set clk_period 3.8
set clk_io_pct 0.2

create_clock -name clk0 -period $clk_period [get_ports {clk}]

set non_clock_inputs [all_inputs -no_clocks]
set_input_delay [expr $clk_period * $clk_io_pct] -clock clk0 $non_clock_inputs
set_output_delay [expr $clk_period * $clk_io_pct] -clock clk0 [all_outputs]
```
**/design/flow/design.v**
```verilog
module fifo_asyn_half_controller #(
	parameter CONTROLLER_MODE 		= "read",
	parameter PTR_GRAY_BUFFER_STAGE = 0,
	parameter ADDR_WIDTH 			= 10,
	parameter ASYN_SIG_SYN_STAGE 	= 2
	)(
	input 					clk,
	input 					rst,
	input 					inc,
	output [ADDR_WIDTH-1:0] ptr_bin,
	output [ADDR_WIDTH:0]	ptr_gray,
	input  [ADDR_WIDTH:0]	pty_gray_asyn,
	output reg 				state = 1,
	output 					ram_en
	);
	integer i=0;
	integer j=0;
	(* ASYNC_REG = "true" *) reg [ADDR_WIDTH:0] pty_gray_asyn_reg [ASYN_SIG_SYN_STAGE-1:0];
	wire [ADDR_WIDTH:0] ptr_syned;
	initial begin
		for (i=0;i<ASYN_SIG_SYN_STAGE;i=i+1) pty_gray_asyn_reg[i] = 0;
	end
	wire [ADDR_WIDTH:0] ptr_bin_c;
	reg  [ADDR_WIDTH:0] ptr_bin_reg = 0;
	wire [ADDR_WIDTH:0] ptr_gray_c;
	reg  [ADDR_WIDTH:0] ptr_gray_reg = 0;
	assign ptr_bin = ptr_bin_reg[ADDR_WIDTH-1:0];
	assign ram_en		= inc && (~state);
	assign ptr_bin_c 	= ram_en ? (ptr_bin_reg+1'b1) : ptr_bin_reg;
	assign ptr_gray_c 	= (ptr_bin_c >> 1) ^ ptr_bin_c;
	always @(posedge clk) begin
		if(rst) ptr_bin_reg <= 0;
		else 	ptr_bin_reg <= ptr_bin_c;
	end
	always @(posedge clk) begin
		if(rst)	ptr_gray_reg <= 0;
		else 	ptr_gray_reg <= ptr_gray_c;
	end
	always @(posedge clk) begin
		pty_gray_asyn_reg[0] <= pty_gray_asyn;
		for(i=0;i<ASYN_SIG_SYN_STAGE-1;i=i+1)
			pty_gray_asyn_reg[i+1] <= pty_gray_asyn_reg[i];
	end
	generate
	if(PTR_GRAY_BUFFER_STAGE == 0) begin
		assign ptr_gray = ptr_gray_reg;
	end
	else begin
		(* shreg_extract = "no" *) reg [PTR_GRAY_BUFFER_STAGE-1:0] ptr_gray_reg_buffer;
		initial begin
			for (j=0;j<PTR_GRAY_BUFFER_STAGE;j=j+1) ptr_gray_reg_buffer[j] = 0;
		end
		always @(posedge clk) begin
			ptr_gray_reg_buffer <= ptr_gray_reg;
			for(j=0;j<PTR_GRAY_BUFFER_STAGE-1;j=j+1)
				ptr_gray_reg_buffer[j+1] <= ptr_gray_reg_buffer[j];
		end
	end
	endgenerate
	assign ptr_syned = pty_gray_asyn_reg[ASYN_SIG_SYN_STAGE-1];
	generate
	if (CONTROLLER_MODE == "read") begin
		always @(posedge clk) state <= (ptr_gray_c == ptr_syned	)?1:0;
	end
	else if (CONTROLLER_MODE == "write") begin
		always @(posedge clk) state <= (ptr_gray_c == {~ptr_syned[ADDR_WIDTH:ADDR_WIDTH-1],ptr_syned[ADDR_WIDTH-2:0]} )?1:0;
	end
	endgenerate
endmodule
```
==> results.txt <==
impl run done, here's what came out: status=complete, no violations, CP arrival=2.11 ns, CP Cell Sequence=clkdlybuf4s50_1 -> nand2b_2 -> clkinv_2 -> clkdlybuf4s50_1, clk ins delay skew pair=0.30 ns, H-tree depth=2, worst relative slew slack=42.5%, Compound Share, Synth=9.62%, fin. max-slew vios=0, R2R Path End=state, IO Count=37, CTS tree=yes, largest net degree at the start of global routing=22, first-pass GRT wire length=5840 µm, FFs w/ async S/R, synth=0%, Cells after Synth=185, WL met1=1800 µm, DR DRC count=0, VDD IR max=0.229 mV, Setup Crit Path Kind=primary input to output pin, wire length on met2=1500 µm, Top FF cell, synth=dfxtp_1, final worst setup slack=0.926 ns, Post-CTS Hold Buffers=0, actual slew at the worst max-slew pin=0.860 ns, commonest non-fill, non-tap cell in the layout=dfxtp_1, f_max=348 MHz, footprint of the multi-input gates=921 µm², metal3 WL=167 µm, Slowest Stage Delay on Critical Path=0.57 ns, wire length per cell=12.1 µm, FF-to-FF Start=ptr_bin_reg[1], DP HPWL=2380 µm, unrepaired setup endpoints after global routing=no, worst path bufs/invs=3, Seq share, synth=47.3%, final setup TNS=0 ns, maxcap violations=0, fin area=0.00239 mm², Root Buffer=clkbuf_8, CORE AREA=0.00596 mm², iteration tally of the first detailed-router pass=4, chip area in the Yosys report=0.00186 mm², Post-synth EDFFs=0, Worst-path clk slew=0.08 ns, Clock Path Buffers=2, Hold Crit Depth=0, Leak=0.869 nW, Filler Cell Count=592, CP Launch Type=primary input, Basic Gates by Area=18.7%, Yosys reg bits=44, Place WS=0.744 ns, CP max stage cell=clkdlybuf4s50_1, synth warn=0, Die Span X=80.8 µm, post-CTS resize count=0, Tot Pwr=0.000945 W, TritonCTS buffer count=5, Top Metal Used=met4, Global Route Usage Sum=11.9%, Multiplexer share=2.15%, vias per inst=4.53, Worst Setup End Kind=output pin, max reg flops=22, CTS sink count=44, DR iter-0 viols=49, Setup violations, final=0, Req. time, crit path=3.04 ns, P&R area growth vs syn=28.2%, Die Size=0.00652 mm², # diodes=0, cell mode on critical path=clkdlybuf4s50_1, maximum fanout along the worst path=10, WHS=0.330 ns, GRT overflow=0, crit path time final=2.87 ns, most frequent logic cells in the routed design=dfxtp_1 (44), clkdlybuf4s50_1 (36), nor2_1 (21), share of cells above drive strength 1=6.85%, worst reg-to-reg path cell count=7, WL final=3550 µm, post-synthesis cell area=0.00186 mm², register area=881 µm², tool warning count=25, die height=80.8 µm, RD Place Congestion=0.823, Hold/Removal Path Class=flip-flop to flip-flop, reg-to-reg slack, setup=1.35 ns, Adder Share, Synth=0.672%, vias in the first global route=1,241, postcts setup bufs=0, Placed Area=0.00226 mm², input/output buffers=36, DR vias=1,332, initial antenna violation count=0, ys cells=185, worst hold start=pty_gray_asyn_reg[0][6], Synth cell types=47, Init Core Util=31.2%, Power per Cell Area=396 mW/mm², Final Hold Fails=0, critical path's top delay family=buffers and inverters, Min-Delay Endpoint=pty_gray_asyn_reg[0][17], Rows=28, Setup Skew=0.00559 ns, Syn Area/Cell=10.1 µm², crit share post-route=75.6%, Post-Synth XOR/XNOR Area=18.4%, Synth logic family=simple AND/OR/NAND/NOR gates, Routed Antenna Nets=0
==> worst max path at each step <==
| stage | start | slack, ns | cells past startpoint | endpoint |
|---|---|---|---|---|
| CTS | inc | 0.93 | 4 | ram_en |
| global route | inc | 0.83 | 8 | state |
| finish | inc | 0.93 | 4 | ram_en |
==> worst reg2reg max path: stages (launching register included) <==
cell     delay [ns]
dfxtp_1        0.55
ha_1           0.59
nand3_1        0.20
nor3_2         0.31
xnor3_1        0.28
and3_1         0.16
o21ai_1        0.20
nor4_2         0.05
==> Yosys cell counts (2+ instances only) <==
master / number / area share [%]
dfxtp_1: 44 / 47
nor2_1: 21 / 4.2
xnor2_1: 18 / 8.5
nand2_1: 12 / 2.4
o21ai_0: 9 / 2.4
xor2_1: 8 / 3.8
a21oi_1: 6 / 1.6
nand3_1: 5 / 1.3
nand4_1: 5 / 1.7
buf_2: 4 / 1.1
mux2i_1: 4 / 2.2
nor3_1: 4 / 1.1
xnor3_1: 4 / 4.8
clkbuf_1: 3 / 0.61
nor2b_1: 3 / 1.0
and2_1: 2 / 0.67
buf_4: 2 / 0.81
o31ai_1: 2 / 0.81
==> stage by stage <==
stage	utilization, %	cells
after floorplan	-	185
after global placement	38.0	286
after detailed placement	38.0	286
after CTS	40.1	294
after global routing	40.1	294
final	40.1	294
==> area by class of cell <==
cell class	count	area share, %
well taps	75	3.93
flip-flops and latches	44	36.9
clock buffers	6	3.46
multi-input cells	129	38.6
repair buffers	36	15.1
inverters	2	0.367
clock inverters	2	1.63
==> metal layers <==
layer | global-route usage (%) | vias up
met3 | 1.94 | 7
li1 | - | 703
met2 | 18.5 | 31
met5 | 0 | -
met4 | 2.32 | 0
met1 | 17.9 | 591
==> where the power goes <==
| part | total [W] | internal (W) | switching [W] |
|---|---|---|---|
| Combinational | 0.0000785 | 0.0000476 | 0.0000309 |
| Clock | 0.000376 | 0.000215 | 0.000161 |
| Sequential | 0.000491 | 0.000478 | 0.0000125 |
| Total | 0.000945 | 0.000741 | 0.000204 |
==> kinds of logic after synthesis <==
logic type,Yosys count
flip-flops,44
AND/OR/NAND/NOR,65
XOR/XNOR,31
multiplexers,4
adder cells (fa/ha/maj),1
AND-OR/OR-AND,28
buffers and inverters,12
No activity file was given, so power comes from the tool's default toggle rates.
